`./config.mk`:
```
export PLATFORM = sky130hd
export DESIGN_NAME = slave
export DESIGN_NICKNAME = slave
export VERILOG_FILES = /design/flow/design.v
export SDC_FILE = /design/flow/constraint.sdc
export NUM_CORES = 4
export LEC_CHECK = 1
export CORE_UTILIZATION = 30
```
`./constraint.sdc`:
```
current_design slave

set clk_period 5.9
set clk_io_pct 0.2

create_clock -name clk0 -period $clk_period [get_ports {clk}]

set non_clock_inputs [all_inputs -no_clocks]
set_input_delay [expr $clk_period * $clk_io_pct] -clock clk0 $non_clock_inputs
set_output_delay [expr $clk_period * $clk_io_pct] -clock clk0 [all_outputs]
```
`./design.v`:
```
module SPIregisters
(
input clk,
input rstn,
output        waitrequest,      
output [31:0] readdata,         
input         debugaccess,      
input  [5:0]  address,          
input         read,             
input  [3:0]  byteenable,       
output        readdatavalid,    
input  [31:0] writedata,        
input         write,            
input  [0:0]  burstcount,       
output [7:0]  ClockDiv,
output        Start,
output [31:0] DataIn,
input         Busy,
input  [31:0] DataOut
);
reg         Reg_Start   ;
reg  [31:0] Reg_DataIn  ;
reg  [7:0]  Reg_ClockDiv;
always @(posedge clk or negedge rstn)
	if (!rstn) Reg_Start <= 1'b0;
	 else if (Reg_Start) Reg_Start <= 1'b0;
	 else if (write && (address[5:0] == 6'h00)) Reg_Start <= writedata[0:0];
always @(posedge clk or negedge rstn)
	if (!rstn) Reg_DataIn <= 32'h00000000;
	 else if (write && (address[5:0] == 6'h08)) Reg_DataIn <= writedata;
always @(posedge clk or negedge rstn)
	if (!rstn) Reg_ClockDiv <= 8'h00;
	 else if (write && (address[5:0] == 6'h10)) Reg_ClockDiv <= writedata[7:0];
assign readdata = (address[5:0] == 6'h00) ? {31'h00000000,Reg_Start} :	
                  (address[5:0] == 6'h04) ? {31'h00000000,Busy}      :	
                  (address[5:0] == 6'h08) ? {Reg_DataIn}             :	
                  (address[5:0] == 6'h0c) ? {DataOut}                :	
                  (address[5:0] == 6'h10) ? {24'h000000,Reg_ClockDiv}:	32'h00000000;
reg RegValid;
always @(posedge clk or negedge rstn)
	if (!rstn) RegValid <= 1'b0;
	 else RegValid <= read;
assign readdatavalid = RegValid;
assign waitrequest = 1'b0;
assign ClockDiv = Reg_ClockDiv;
assign Start    = Reg_Start   ;
assign DataIn   = Reg_DataIn  ;
endmodule 
module SlaveSPI
(
input clk,
input rstn,
input  [31:0] DataIn,
output        Busy,
output [31:0] DataOut,
input  SCLK,
input  MOSI,
output MISO,
input  SS_n
);
reg [1:0] clockDev;
always @(posedge clk or negedge rstn)
	if (!rstn) clockDev <= 2'b00;
	 else clockDev <= {clockDev[0],SCLK};
wire posBit = (clockDev == 2'b01) ? 1'b1 : 1'b0;
wire negBit = (clockDev == 2'b10) ? 1'b1 : 1'b0;
reg [31:0] RegMOSI;
always @(posedge clk or negedge rstn) 
	if (!rstn) RegMOSI <= 32'h00000000;
	 else if (!SS_n && posBit) RegMOSI <= {RegMOSI[30:0],MOSI};
reg [31:0] RegMISO;
always @(posedge clk or negedge rstn) 
	if (!rstn) RegMISO <= 32'h00000000;
	 else if (SS_n) RegMISO <= DataIn;
	 else if (!SS_n && negBit) RegMISO <= {RegMISO[30:0],MISO};
assign MISO = RegMISO[31];
assign Busy = !SS_n;
assign DataOut = RegMOSI;		
endmodule
module slave
(
input clk,
input rstn,
output        waitrequest,      
output [31:0] readdata,         
input         debugaccess,      
input  [5:0]  address,          
input         read,             
input  [3:0]  byteenable,       
output        readdatavalid,    
input  [31:0] writedata,        
input         write,            
input  [0:0]  burstcount,       
input  SCLK,
input  MOSI,
output MISO,
input  SS_n
);
wire [7:0]  ClockDiv;
wire        Start   ;
wire [31:0] DataIn  ;
wire        Busy    ;
wire [31:0] DataOut ;
SPIregisters Master_Registers_inst
(
.clk (clk ),
.rstn(rstn),
.waitrequest  (waitrequest  ),      
.readdata     (readdata     ),         
.debugaccess  (debugaccess  ),      
.address      (address      ),          
.read         (read         ),             
.byteenable   (byteenable   ),       
.readdatavalid(readdatavalid),    
.writedata    (writedata    ),        
.write        (write        ),            
.burstcount   (burstcount   ),       
.ClockDiv(ClockDiv),
.Start   (Start   ),
.DataIn  (DataIn  ),
.Busy    (Busy    ),
.DataOut (DataOut )
);
SlaveSPI SlaveSPI_inst
(
.clk (clk ),
.rstn(rstn),
.DataIn  (DataIn  ),
.Busy    (Busy    ),
.DataOut (DataOut ),
.SCLK(SCLK),
.MOSI(MOSI),
.MISO(MISO),
.SS_n(SS_n)
);
endmodule
```
`./run.sh`:
```
#!/bin/bash
# OpenROAD 26Q1-2900-gdf79404cd8, Yosys 0.63+post, stock flow scripts
make -C /OpenROAD-flow-scripts/flow DESIGN_CONFIG=/design/flow/config.mk WORK_HOME=/design/flow/orfs finish
```
==> Slide: Implementation Results <==
Synthesis and Place & Route Summary

Yosys
  • Synth Instances: 369
  • Synth area leader: dfrtp_1
  • Synth Seq Share: 53.5%
  • Synth Cell Area: 0.00505 mm²
  • Synth Flop Type: dfrtp_1
  • Yosys stat chip area: 0.00505 mm²
  • Distinct cells, synth: 29
  • Yosys Instances: 369
  • Number of synthesized register bits: 108
  • Avg Cell Area, Syn: 13.7 µm²
  • Cell area leaders: dfrtp_1, mux2_2, mux2i_1
  • Asr flop ratio synth: 100%
  • Max-area cell share: 53.5%
  • Warnings, synthesis: 2
  • EDFF count, synth: 0

Clocking
  • CTS Hold Bufs: 0
  • CTS tree: yes
  • Root Buffer: clkbuf_16
  • Num CTS Buffers: 9
  • Max clock buf depth: 2
  • # clock sinks: 108
  • CTS clock-pin slew for the worst setup and hold paths: 0.06 ns
  • CTS-repair resized insts: 0
  • Setup Buffers After CTS: 0
  • H-tree depth reported by CTS: 3
  • Clk latency of the worst-skew pair: 0.35 ns

Placed design
  • GP Congestion: 0.764
  • Pre-CTS setup slack: 1.50 ns
  • # port buffers: 78
  • Dpl cells: 652
  • Post-DP HPWL: 6490 µm

Floorplanning
  • Row Count: 47
  • Total die size: 0.0173 mm²
  • Fp util: 30.5%
  • Top Ports: 86
  • Die Y: 132 µm
  • Placeable Area: 0.0165 mm²
  • Die Wd: 132 µm

Route
  • Residual DRC: 0
  • Vias post-DR: 3078
  • # diodes: 0
  • Post-route ant nets: 0
  • DR WL/cell: 14.4 µm
  • DR pass1 iterations: 4
  • Drt total wl: 9590 µm
  • DR iter-0 viols: 136
  • Via-per-instance ratio: 4.61

Power
  • Peak supply drop: 0.000139 V
  • Power Dens Cells: 271 mW/mm²
  • Leakage: 2.86 nW
  • Total Power: 1.71 mW

GRT
  • Gr usage total: 11.9%
  • Largest net degree at the start of global routing: 61
  • Initial antenna violation count: 0
  • Vias in the first global route: 3212
  • First-pass GRT wire length: 16200 µm
  • GRT Residual Overflow: 0

Worst setup path
  • Worst-path maximum fanout: 13
  • Worst path slowest cell: clkdlybuf4s50_1
  • Crit path kind: in2out
  • R2R Setup Slk: 4.38 ns
  • CP dominant cell by count: clkdlybuf4s50_1
  • Startpoint class of the critical path: input port
  • Crit end category: primary output
  • Max stage delay on crit path: 0.68 ns
  • Worst Path Required: 4.72 ns
  • Crit path arrival time: 3.23 ns
  • Crit path cell chain: clkdlybuf4s50_1 -> nor3b_4 -> a32oi_1 -> a21oi_1 -> clkdlybuf4s50_1

Final timing
  • Worst Setup Slack, final: 1.49 ns
  • Setup TNS: 0 ns
  • Slew headroom: 50.8%
  • Worst-Margin Slew: 0.738 ns
  • Unrepaired setup endpoints after global routing: no
  • Fmax: 227 MHz
  • Final Hold Fails: 0
  • # setup viols final: 0
  • Final worst-path cycle share: 74.8%
  • Final Critical Period: 4.41 ns
  • Skew final: 0.00767 ns
  • Slew Viols, Final: 0

Cells and area
  • Fillers: 1537
  • Layout cells sized above 1: 36.7%
  • Non-Filler Instances: 667
  • Util after Layout: 38.1%
  • Area growth, synth to finish: 24.9%

Run status
  • Status: complete, no violations

Worst hold path
  • Worst Hold Class: reg2reg

Flow run
  • Max-cap violations: 0
  • OpenROAD warning count: 31
worst max-delay path, delay by kind of cell:
kind / cells / cell delay, ns
buffers and inverters: 2 / 1.17
AND/OR/NAND/NOR: 1 / 0.53
AND-OR/OR-AND: 2 / 0.35
final timing paths:
check                                          start                               endpoint  cells after the start
setup / recovery                          address[3]                            readdata[7]                      5
min in group asynchronous                       rstn  Master_Registers_inst.Reg_ClockDiv[5]                      1
hold reg to reg            SlaveSPI_inst.clockDev[0]              SlaveSPI_inst.clockDev[1]                      0
max in group asynchronous                       rstn              SlaveSPI_inst.RegMOSI[22]                      2
hold / removal             SlaveSPI_inst.clockDev[0]              SlaveSPI_inst.clockDev[1]                      0
setup reg to reg           SlaveSPI_inst.clockDev[1]               SlaveSPI_inst.RegMOSI[0]                      3
Yosys cell counts (3+ instances only):
| master | number |
|---|---|
| mux2_2 | 133 |
| nor2_1 | 26 |
| a21oi_1 | 9 |
| mux2i_1 | 24 |
| buf_4 | 4 |
| buf_2 | 16 |
| nand2b_1 | 7 |
| dfrtp_1 | 108 |
| a32oi_1 | 8 |
| o21ai_0 | 8 |
| mux2_1 | 3 |
| buf_1 | 3 |
kinds of logic (layout without fill, tap and decap cells):
| group | Yosys count | after routing | share of synthesized area (%) |
|---|---|---|---|
| compound gates | 26 | 26 | 3.22 |
| buf+inv | 26 | 104 | 2.63 |
| flops | 108 | 108 | 53.5 |
| mux | 160 | 160 | 35.1 |
| other cells | 1 | 1 | 0.0743 |
| simple gates | 48 | 48 | 5.43 |
power by group:
part / leakage (nW) / switching (mW) / internal, mW
clock: 0.126 / 0.249 / 0.282
combinational: 1.29 / 0.0912 / 0.171
sequential: 1.44 / 0.0657 / 0.849
metrics by stage:
stage / hold WS, ns / instance area, µm²
finish: 0.375 / 6300
global route: 0.386 / 6300
CTS: 0.377 / 6300
detailed placement: 0.362 / 6050
floorplan: 0.354 / 5050
global placement: 0.360 / 6050
cells in the final DEF, fill, tap and decap left out, types with 2 or more instances in the layout:
cell type	instances
clkbuf_1	3
clkinv_2	3
a21oi_1	8
buf_2	2
dfrtp_1	108
inv_1	2
clkbuf_16	9
nor2b_1	2
buf_4	10
mux2_1	3
mux2i_1	24
clkdlybuf4s50_1	75
a32oi_1	8
o21ai_0	8
mux2_2	133
nand2b_1	7
nor2_1	26
nand2_1	2
area by class of cell:
class                   count  area [µm²]  area share (%)
clock buffers              12         236            3.75
well taps                 220         275            4.37
clock inverters             3        15.0           0.238
flip-flops and latches    108        2700            42.9
inverters                   2        7.51           0.119
multi-input cells         235        2230            35.4
repair buffers             87         836            13.3
per-layer routing:
layer / GRT usage, % / up-vias / routed length [µm]
li1: - / 1475 / -
met4: 1.94 / 0 / 167
met3: 2.80 / 13 / 429
met5: 0 / - / 0
met1: 17.6 / 1519 / 4470
met2: 18.6 / 71 / 4520
flip-flops by register name (all words and copies together), names as in the netlist:
register	cells
Master_Registers_inst.Reg_Start	1
SlaveSPI_inst.clockDev	2
Master_Registers_inst.Reg_DataIn	32
SlaveSPI_inst.RegMOSI	32
Master_Registers_inst.Reg_ClockDiv	8
SlaveSPI_inst.RegMISO	32
Master_Registers_inst.RegValid	1
No activity file was given, so power comes from the tool's default toggle rates.
