==> flow/design.v <==
module PSIregisters
(
input clk,
input rstn,
output        waitrequest,      
output [31:0] readdata,         
input         debugaccess,      
input  [5:0]  address,          
input         read,             
input  [3:0]  byteenable,       
output        readdatavalid,    
input  [31:0] writedata,        
input         write,            
input  [0:0]  burstcount,       
output [7:0]  ClockDiv,
output        Start,
output [31:0] DataIn,
input         Busy,
input  [31:0] DataOut
);
reg         Reg_Start   ;
reg  [31:0] Reg_DataIn  ;
reg  [7:0]  Reg_ClockDiv;
always @(posedge clk or negedge rstn)
	if (!rstn) Reg_Start <= 1'b0;
	 else if (Reg_Start) Reg_Start <= 1'b0;
	 else if (write && (address[5:0] == 6'h00)) Reg_Start <= writedata[0:0];
always @(posedge clk or negedge rstn)
	if (!rstn) Reg_DataIn <= 32'h00000000;
	 else if (write && (address[5:0] == 6'h02)) Reg_DataIn <= writedata;
always @(posedge clk or negedge rstn)
	if (!rstn) Reg_ClockDiv <= 8'h00;
	 else if (write && (address[5:0] == 6'h04)) Reg_ClockDiv <= writedata[7:0];
assign readdata = (address[5:0] == 6'h00) ? {31'h00000000,Reg_Start} :	
                  (address[5:0] == 6'h04) ? {31'h00000000,Busy}      :	
                  (address[5:0] == 6'h08) ? {Reg_DataIn}             :	
                  (address[5:0] == 6'h0c) ? {DataOut}                :	
                  (address[5:0] == 6'h10) ? {24'h000000,Reg_ClockDiv}:	32'h00000000;
reg RegValid;
always @(posedge clk or negedge rstn)
	if (!rstn) RegValid <= 1'b0;
	 else RegValid <= read;
assign readdatavalid = RegValid;
assign waitrequest = 1'b0;
assign ClockDiv = Reg_ClockDiv;
assign Start    = Reg_Start   ;
assign DataIn   = Reg_DataIn  ;
endmodule 
==> flow/run.sh <==
#!/bin/bash
# OpenROAD 26Q1-2900-gdf79404cd8, Yosys 0.63+post, stock flow scripts
make -C /OpenROAD-flow-scripts/flow DESIGN_CONFIG=/design/flow/config.mk WORK_HOME=/design/flow/orfs finish
==> flow/config.mk <==
export PLATFORM = sky130hd
export DESIGN_NAME = PSIregisters
export DESIGN_NICKNAME = PSIregisters
export VERILOG_FILES = /design/flow/design.v
export SDC_FILE = /design/flow/constraint.sdc
export NUM_CORES = 4
export LEC_CHECK = 1
export CORE_UTILIZATION = 40
==> flow/constraint.sdc <==
current_design PSIregisters

set clk_period 2.6
set clk_io_pct 0.2

create_clock -name clk0 -period $clk_period [get_ports {clk}]

set non_clock_inputs [all_inputs -no_clocks]
set_input_delay [expr $clk_period * $clk_io_pct] -clock clk0 $non_clock_inputs
set_output_delay [expr $clk_period * $clk_io_pct] -clock clk0 [all_outputs]
==> ci_impl_report.md <==
### Flow metrics

| Metric | Value |
|---|---|
| Placed insts | 411 |
| Vias in the first global route | 2246 |
| Post-synth regs | 42 |
| Fp_density | 42.71% |
| Outcome | finished, final reports clean |
| Drt pass-1 iters | 4 |
| Vias | 2221 |
| Clock Pin Slew Worst Setup and Hold Paths | 0.08 ns |
| Worst path max stage delay | 0.47 ns |
| Height of the die | 77.02 µm |
| Crit start category | input pin |
| H-Tree Depth | 2 |
| N_diodes | 0 |
| I/O pins | 156 |
| Die X | 77.02 µm |
| Final setup vio count | 0 |
| Crit Path Max Fanout | 6 |
| Hold WS | 0.1797 ns |
| Leak pwr | 1.920 nW |
| Slowest-stage cell, CP | clkdlybuf4s50_1 |
| Vias per inst | 5.153 |
| Cycle use final | 98.22% |
| Seq share, synth | 46.69% |
| Area Overhead vs Synth | 85.77% |
| DR WL/cell | 17.13 µm |
| Arr. time, crit path | 2.03 ns |
| Num Clock Sinks | 42 |
| YS chip area | 0.002251 mm² |
| Peak Freq | 391.6 MHz |
| Worst ir drop on vdd | 0.2445 mV |
| Final hold violation count | 0 |
| Yosys stat cell total | 194 |
| Max Slew Vio Count | 0 |
| Min-Delay Path Class | input pin to async pin |
| Late-Pin Clk Latency | 0.29 ns |
| DP HPWL | 4706 µm |
| Gr usage total | 25.24% |
| Final WL | 7384 µm |
| Fillers | 343 |
| Yosys cell types | 29 |
| DR iter-0 viols | 103 |
| Root Driver | clkbuf_8 |
| Data required time of the worst path | 2.08 ns |
| First-pass GRT wire length | 11340 µm |
| DR DRC count | 0 |
| Final estimated routing congestion in global placement | 0.8369 |
| Setup TNS | 0 ns |
| Cell row count | 26 |
| Critical Path End Type | output pin |
| CP Class | input pin to output pin |
| Total grt overflow | 0 |
| Average size of a mapped cell | 11.60 µm² |
| Core ar. | 0.005270 mm² |
| TritonCTS clock tree | built |
| Count of hold-fix buffers inserted at cts | 0 |
| Final Critical Period | 2.554 ns |
| Cts bufs inserted | 5 |
| Share of cells above drive strength 1 | 22.71% |
| Finished Layout Cells | 431 |
| Post-synthesis cell count | 194 |
| Dpl ws | -0.1976 ns |
| Log Warnings | 32 |
| Port bufs | 148 |
| Total die size | 0.005931 mm² |
| CP Cell Sequence | buf_2 > nor4_4 > buf_4 > nand2_8 > clkbuf_16 > nor2_1 > clkdlybuf4s50_1 |
| Clock buffer depth | 2 |
| Initial antenna violation count | 0 |
| Max-cap violations | 0 |
| Final WS setup | 0.04623 ns |
| Mapped Area | 0.002251 mm² |
| DRT antenna net count | 0 |
| Power Dens Cells | 423.5 mW/mm² |
| Largest net degree at the start of global routing | 44 |
| Synth warn | 1 |
| Clock Skew | 0 ns |
[final cells by class]
| cell class | count | area [µm²] | share of cell area [%] |
|---|---|---|---|
| Clock inverter | 1 | 30.03 | 0.7181 |
| Tap cell | 70 | 87.58 | 2.095 |
| Timing Repair Buffer | 174 | 1788 | 42.76 |
| Clock buffer | 7 | 76.32 | 1.825 |
| Sequential cell | 42 | 1051 | 25.13 |
| Multi-Input combinational cell | 137 | 1149 | 27.47 |
[layout by cell type, fill, tap and decap left out, types with 2 or more instances in the layout]
| cell | instances |
|---|---|
| clkbuf_16 | 2 |
| dlygate4sd2_1 | 2 |
| o21ai_0 | 8 |
| a21oi_1 | 8 |
| clkbuf_1 | 2 |
| buf_12 | 3 |
| clkbuf_8 | 5 |
| nor2_2 | 4 |
| dfrtp_1 | 42 |
| nor4_4 | 2 |
| mux2i_1 | 24 |
| clkdlybuf4s50_1 | 134 |
| buf_2 | 5 |
| buf_4 | 17 |
| a32oi_1 | 7 |
| nand2_1 | 2 |
| mux2_1 | 4 |
| mux2_2 | 36 |
| nand2b_1 | 7 |
| nor2_1 | 21 |
| dlymetal6s2s_1 | 6 |
[cells by family after synthesis]
logic type             count (synthesis)  share of synthesized area, %
AND-OR/OR-AND                         26                         7.338
buffers and inverters                 15                         4.169
multiplexers                          64                         30.68
AND/OR/NAND/NOR                       46                         10.95
flip-flops                            42                         46.69
other                                  1                        0.1666
[power by group]
part / leakage [nW] / internal, mW / switching, mW / total [mW]
clock network: 0.0524 / 0.287 / 0.213 / 0.500
registers: 0.558 / 0.735 / 0.0672 / 0.803
logic: 1.31 / 0.345 / 0.123 / 0.468
total: 1.92 / 1.37 / 0.403 / 1.77
[through the flow]
| step | util, % | power (mW) | instance area [µm²] |
|---|---|---|---|
| final | 79.34 | 1.771 | 4182 |
| after global routing | 79.34 | 1.862 | 4182 |
| after CTS | 77.49 | 1.777 | 4084 |
| after detailed placement | 73.22 | 1.260 | 3859 |
| after global placement | 73.22 | 1.252 | 3859 |
| after floorplan | - | 0.9157 | 2251 |
[layer usage]
metal	vias to the layer above	global-route usage, %	part of all wire, %
li1	1027	-	-
met1	1075	37.33	45
met2	113	38.21	46
met3	6	8.706	7.8
met4	0	3.396	0.87
met5	-	0	0
[worst paths after layout]
path,startpoint,end,slack [ns],depth (start not counted)
worst max-delay path,address[1],readdata[10],0.05,7
min in group clk0,Reg_Start,Reg_Start,0.46,1
worst min-delay path,rstn,Reg_DataIn[13],0.18,1
max in group asynchronous,rstn,Reg_DataIn[7],1.76,2
worst min register to register,Reg_Start,Reg_Start,0.46,1
worst max register to register,Reg_DataIn[21],Reg_DataIn[21],1.79,1
[flip-flops by register name (all words and copies together) (netlist names)]
name / cells
Reg_ClockDiv: 8
Reg_DataIn: 32
RegValid: 1
Reg_Start: 1
[synthesized netlist by cell type]
| cell type | n | area share (%) |
|---|---|---|
| nor2_1 | 26 | 4.3 |
| nand2b_1 | 7 | 1.9 |
| conb_1 | 1 | 0.17 |
| a21oi_1 | 8 | 1.8 |
| nor3b_1 | 1 | 0.33 |
| nor4_2 | 1 | 0.56 |
| and3b_1 | 1 | 0.39 |
| buf_4 | 2 | 0.67 |
| and4b_1 | 1 | 0.44 |
| mux2i_1 | 24 | 11 |
| a2bb2oi_1 | 1 | 0.39 |
| buf_2 | 4 | 0.89 |
| dfrtp_1 | 42 | 47 |
| and3_1 | 1 | 0.28 |
| nor3_1 | 1 | 0.22 |
| clkbuf_2 | 2 | 0.44 |
| nor2b_1 | 1 | 0.28 |
| mux2_2 | 36 | 18 |
| nor4b_1 | 1 | 0.39 |
| nand2_1 | 3 | 0.50 |
| clkbuf_1 | 4 | 0.67 |
| buf_6 | 3 | 1.5 |
| o21ai_0 | 8 | 1.8 |
| nand3b_1 | 1 | 0.33 |
| o211ai_1 | 1 | 0.33 |
| nor4_4 | 1 | 0.94 |
| mux2_1 | 4 | 2.0 |
| a22oi_1 | 1 | 0.33 |
| a32oi_1 | 7 | 2.7 |
[critical path: cells and delay by family]
kind / cells / cell delay [ns]
buffers and inverters: 4 / 0.98
AND/OR/NAND/NOR: 3 / 0.53
[repair_timing]
action / CTS / global route
endpoints found under the setup margin: 32 / 32
gates cloned: 3 / 2
buffers inserted: 5 / 2
pin swaps: 3 / 2
resized: 20 / 19
No activity file was given, so power comes from the tool's default toggle rates.
