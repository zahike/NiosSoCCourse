`flow/run.sh`:
```
#!/bin/bash
# OpenROAD 26Q1-2900-gdf79404cd8, Yosys 0.63+post, stock flow scripts
make -C /OpenROAD-flow-scripts/flow DESIGN_CONFIG=/design/flow/config.mk WORK_HOME=/design/flow/orfs finish
```
`flow/config.mk`:
```
export PLATFORM = sky130hd
export DESIGN_NAME = master
export DESIGN_NICKNAME = master
export VERILOG_FILES = /design/flow/design.v
export SDC_FILE = /design/flow/constraint.sdc
export NUM_CORES = 4
export LEC_CHECK = 1
export CORE_UTILIZATION = 30
```
`flow/constraint.sdc`:
```
current_design master

set clk_period 7.6
set clk_io_pct 0.2

create_clock -name clk0 -period $clk_period [get_ports {clk}]

set non_clock_inputs [all_inputs -no_clocks]
set_input_delay [expr $clk_period * $clk_io_pct] -clock clk0 $non_clock_inputs
set_output_delay [expr $clk_period * $clk_io_pct] -clock clk0 [all_outputs]
```
`flow/design.v`:
```
module MasterSPI
(
input clk,
input rstn,
input  [7:0]  ClockDiv,
input         Start,
input  [31:0] DataIn,
output        Busy,
output [31:0] DataOut,
output SCLK,
output MOSI,
input  MISO,
output SS_n
);
reg [7:0] ClockDivCount;
always @(posedge clk or negedge rstn)
	if (!rstn) ClockDivCount <= 8'h00;
	 else if (Start) ClockDivCount <= 8'h00;
	 else if (ClockDivCount == ClockDiv) ClockDivCount <= 8'h00;
	 else ClockDivCount <= ClockDivCount + 1;
reg SPIclock;
always @(posedge clk or negedge rstn) 
	if (!rstn) SPIclock <= 1'b0;
	 else if (Start) SPIclock <= 1'b0;
	 else if (ClockDivCount == ClockDiv) SPIclock <= ~SPIclock;
wire posBit = (~SPIclock && (ClockDivCount == ClockDiv)) ? 1'b1 : 1'b0;
wire negBit = ( SPIclock && (ClockDivCount == ClockDiv)) ? 1'b1 : 1'b0;
reg [4:0] SPIbitCount;
always @(posedge clk or negedge rstn) 
	if (!rstn) SPIbitCount <= 5'h00;
	 else if (Start) SPIbitCount <= 5'h00;
	 else if (negBit) SPIbitCount <= SPIbitCount + 1;
reg RegSS_n;
always @(posedge clk or negedge rstn) 
	if (!rstn) RegSS_n <= 1'b1;
	 else if (Start) RegSS_n <= 1'b0;
	 else if ((negBit) && (SPIbitCount == 5'b11111)) RegSS_n <= 1'b1;
reg [31:0] RegMOSI;
always @(posedge clk or negedge rstn) 
	if (!rstn) RegMOSI <= 32'h00000000;
	 else if (Start) RegMOSI <= DataIn;
	 else if (!RegSS_n && negBit) RegMOSI <= {RegMOSI[30:0],RegMOSI[31]};
reg [31:0] RegMISO;
always @(posedge clk or negedge rstn) 
	if (!rstn) RegMISO <= 32'h00000000;
	 else if (!RegSS_n && posBit) RegMISO <= {RegMISO[30:0],MISO};
assign SCLK = (!RegSS_n) ? SPIclock : 1'b0;
assign MOSI = RegMOSI[31];
assign SS_n = RegSS_n;
assign Busy = !RegSS_n;
assign DataOut = RegMISO;		
endmodule
module SPIregisters
(
input clk,
input rstn,
output        waitrequest,      
output [31:0] readdata,         
input         debugaccess,      
input  [5:0]  address,          
input         read,             
input  [3:0]  byteenable,       
output        readdatavalid,    
input  [31:0] writedata,        
input         write,            
input  [0:0]  burstcount,       
output [7:0]  ClockDiv,
output        Start,
output [31:0] DataIn,
input         Busy,
input  [31:0] DataOut
);
reg         Reg_Start   ;
reg  [31:0] Reg_DataIn  ;
reg  [7:0]  Reg_ClockDiv;
always @(posedge clk or negedge rstn)
	if (!rstn) Reg_Start <= 1'b0;
	 else if (Reg_Start) Reg_Start <= 1'b0;
	 else if (write && (address[5:0] == 6'h00)) Reg_Start <= writedata[0:0];
always @(posedge clk or negedge rstn)
	if (!rstn) Reg_DataIn <= 32'h00000000;
	 else if (write && (address[5:0] == 6'h08)) Reg_DataIn <= writedata;
always @(posedge clk or negedge rstn)
	if (!rstn) Reg_ClockDiv <= 8'h00;
	 else if (write && (address[5:0] == 6'h10)) Reg_ClockDiv <= writedata[7:0];
assign readdata = (address[5:0] == 6'h00) ? {31'h00000000,Reg_Start} :	
                  (address[5:0] == 6'h04) ? {31'h00000000,Busy}      :	
                  (address[5:0] == 6'h08) ? {Reg_DataIn}             :	
                  (address[5:0] == 6'h0c) ? {DataOut}                :	
                  (address[5:0] == 6'h10) ? {24'h000000,Reg_ClockDiv}:	32'h00000000;
reg RegValid;
always @(posedge clk or negedge rstn)
	if (!rstn) RegValid <= 1'b0;
	 else RegValid <= read;
assign readdatavalid = RegValid;
assign waitrequest = 1'b0;
assign ClockDiv = Reg_ClockDiv;
assign Start    = Reg_Start   ;
assign DataIn   = Reg_DataIn  ;
endmodule 
module master
(
input clk,
input rstn,
output        waitrequest,      
output [31:0] readdata,         
input         debugaccess,      
input  [5:0]  address,          
input         read,             
input  [3:0]  byteenable,       
output        readdatavalid,    
input  [31:0] writedata,        
input         write,            
input  [0:0]  burstcount,       
output SCLK,
output MOSI,
input  MISO,
output SS_n
);
wire [7:0]  ClockDiv;
wire        Start   ;
wire [31:0] DataIn  ;
wire        Busy    ;
wire [31:0] DataOut ;
SPIregisters Master_Registers_inst
(
.clk (clk ),
.rstn(rstn),
.waitrequest  (waitrequest  ),      
.readdata     (readdata     ),         
.debugaccess  (debugaccess  ),      
.address      (address      ),          
.read         (read         ),             
.byteenable   (byteenable   ),       
.readdatavalid(readdatavalid),    
.writedata    (writedata    ),        
.write        (write        ),            
.burstcount   (burstcount   ),       
.ClockDiv(ClockDiv),
.Start   (Start   ),
.DataIn  (DataIn  ),
.Busy    (Busy    ),
.DataOut (DataOut )
);
MasterSPI MasterSPI_inst
(
.clk (clk ),
.rstn(rstn),
.ClockDiv(ClockDiv),
.Start   (Start   ),
.DataIn  (DataIn  ),
.Busy    (Busy    ),
.DataOut (DataOut ),
.SCLK(SCLK),
.MOSI(MOSI),
.MISO(MISO),
.SS_n(SS_n)
);
endmodule
```
==> flow.log <==
[flow] final metrics
[metrics] Final Power: roughly 2.3 mW
[metrics] internal power summed over all cells: ~1.6 mW
[metrics] Worst setup EP type: output port
[metrics] cell at the root of the clock tree: sky130_fd_sc_hd__clkbuf_16
[metrics] fill cell total of the finished layout: around 1,700
[metrics] switching pwr: around 0.74 mW
[metrics] post-detailed-route count of antenna-violating nets: 0
[metrics] cell taking the most area after synthesis: sky130_fd_sc_hd__dfrtp_1
[metrics] Hold Path Stages: 1
[metrics] number of warnings reported in the yosys synthesis log: 2
[metrics] number of global-route vias before repair: around 4,300
[metrics] count of different cell masters after synthesis: between 40 and 50
[metrics] die extent in y: roughly 140 um
[metrics] number of enable flip-flop cells: 0
[metrics] maximum net fanout on the critical path: 32
[metrics] class of the most critical setup path: input port to output port
[metrics] HPWL Detailed: about 8600 um
[metrics] setup skew after layout: ~0.0044 ns
[metrics] relative contribution of the clock network to total power: a little over a third
[metrics] ports placed on the boundary: roughly 86
[metrics] run status: completed
[metrics] post-synthesis async set-or-reset flop share: around 100%
[metrics] WL/cell: about 18 um
[metrics] total clock sinks: 121
[metrics] post-cts repair resize count: 0
[metrics] Synth Flop Type: sky130_fd_sc_hd__dfrtp_1
[metrics] detailed-routing iteration count for the pre-antenna-repair pass: 5
[metrics] pwr dens: roughly 320 nW/um2
[metrics] yosys synthesis chip area: 5700 um2
[metrics] CP max stage cell: sky130_fd_sc_hd__or4_4
[metrics] cell count after synthesis: ~460
[metrics] Die Span X: roughly 140 um
[metrics] min-delay worst type: flip-flop to flip-flop
[metrics] Ant. Diodes: 0
[metrics] summed instance area of the synthesized netlist: between 5000 and 6000 um2
[metrics] insertion delay to the later sink of the worst-skew pair: 0.41 ns
[metrics] DRC violation total after the first TritonRoute iteration: 422
[metrics] Worst R2R Setup Slack: 5.38 ns
[metrics] Row Count: ~50
[metrics] post-DR vias/cell: 5.50
[metrics] cell count of the worst reg-to-reg path: 6
[metrics] remaining global-route overflow: 0
[metrics] startpoint of the most critical hold path: MasterSPI_inst.RegMISO[31]
[metrics] final number of setup-violating endpoints: 0
[metrics] via count: 4,245
[metrics] Final GP Congestion: around 0.75
[metrics] overall global routing resource usage: between 10% and 20%
[metrics] maximum clock insertion buffer count: 2
[metrics] Post-Syn Area per Cell: approximately 12 um2
[metrics] area of the multi-input gates: 2460 um2
[metrics] Sw Ratio: a little under a third
[metrics] transition at the pin with the smallest max-transition slack: between 0.6 and 0.7 ns
[metrics] Most Frequent Cell on Critical Path: sky130_fd_sc_hd__clkdlybuf4s50_1
[metrics] share of post-route cells with drive strength above 1: between 15 and 20%
[metrics] Yosys top cell area share: a little over half
[metrics] Yosys Instances: between 400 and 500
[metrics] required time at the worst-slack endpoint: between 6 and 7 ns
[metrics] number of H-tree branching levels: 4
[metrics] tally of buffers added on design ports: roughly 78
[metrics] top cells by area, synth: sky130_fd_sc_hd__dfrtp_1 53%, sky130_fd_sc_hd__mux2_2 8.1%, sky130_fd_sc_hd__mux2_1 6.3%
[metrics] top logic cells by instance count in the layout: 120 x sky130_fd_sc_hd__dfrtp_1, 77 x sky130_fd_sc_hd__clkdlybuf4s50_1, 41 x sky130_fd_sc_hd__mux2_2
[metrics] growth of design area from synthesis to finish: 28.9%
[metrics] first-pass GRT wire length: between 20,000 and 25,000 um
[metrics] family with the most delay on the worst path: buffers and inverters
[metrics] cell breakdown of the critical path: clkdlybuf4s50_1 > or4_4 > nor3b_4 > buf_4 > a222oi_1 > inv_1 > clkdlybuf4s50_1
[metrics] buffers inserted by post-CTS timing repair: 0
[metrics] Maximum Capacitance Violations: 0
[metrics] worst r2r src: Master_Registers_inst.Reg_ClockDiv[1]
[metrics] minimum period implied by the final worst setup slack: about 5.4 ns
[metrics] worst voltage drop across the vdd grid: 0.202 mV
[metrics] setup TNS: 0 ns
[metrics] fraction of the cycle the final worst path needs: between 70% and 80%
[metrics] unrepaired setup endpoints after global routing: false
[metrics] dominant logic cell type in the layout: sky130_fd_sc_hd__dfrtp_1
[metrics] delay of the slowest cell on the worst path: between 0.5 and 0.6 ns
[metrics] pins over their slew limit: 0
[metrics] type of origin of the critical path: input port
[metrics] Gate power share: approximately 24%
[metrics] CTS tree: built
[metrics] sequential area share after synthesis: between 50% and 60%
[metrics] pin count of the biggest net entering global routing: around 51
[metrics] Die Outline Area: 19,500 um2
[metrics] endpoint of the worst register-to-register path: MasterSPI_inst.RegMISO[7]
[metrics] Final Hold Fails: 0
[metrics] routed wire length: 13,900 um
[metrics] sequential cell fraction of total power: between 30% and 40%
[metrics] Hold EP: MasterSPI_inst.RegMISO[31]
[metrics] CP bufs+invs: 4
[metrics] initial antenna violation count: 0
[metrics] Post-synth regs: between 100 and 150
[metrics] initial cell density of the core: 30.6%
[metrics] Crit path depth: 7
[metrics] LEAKAGE: roughly 3.2 nW
[metrics] maximum achievable frequency: around 180 MHz
[metrics] arrival time at the worst endpoint: between 3 and 4 ns
[metrics] tightest slew margin relative to the limit: around three fifths
[metrics] Register Area: 3030 um2
[metrics] number of CTS-inserted buffers: 17
[metrics] count of warning messages emitted by the tools: 31
[metrics] core box area: ~19,000 um2
[metrics] register clock-pin slew on the reported worst setup and hold paths: roughly 0.05 ns
[metrics] number of hold-repair buffers added at the cts stage: 0
[metrics] DRC: 0
## metal layers
metal | share of wire (%) | track usage [%] | vias up | wire length (um)
met5 | 0 | 0 | - | 0
met4 | 0.73 | 1.27 | 0 | 102
met3 | 5.8 | 3.93 | 6 | 807
met2 | 47 | 23.3 | 112 | 6590
met1 | 46 | 23.1 | 2195 | 6400
li1 | - | - | 1932 | -
## layout make-up
type	instances	area share (%)
clock buffers	21	6.40
multi-input cells	282	33.5
repair buffers	93	12.1
inverters	10	0.511
clock inverters	11	2.28
well taps	234	3.99
flip-flops and latches	121	41.2
## cells in the mapped netlist (all sizes together), types with 3 or more instances
| cell type | number |
|---|---|
| dfrtp | 120 |
| mux2 | 73 |
| o31ai | 35 |
| clkbuf | 34 |
| a2bb2oi | 31 |
| a41oi | 31 |
| a22o | 24 |
| buf | 12 |
| xnor2 | 12 |
| nor3 | 11 |
| inv | 9 |
| nand4 | 8 |
| nor2 | 8 |
| a222oi | 7 |
| nand2 | 6 |
| a21oi | 4 |
| and3 | 3 |
| and4 | 3 |
| ha | 3 |
| nand3 | 3 |
| o21ai | 3 |
## metrics by stage
stage	setup WS [ns]	instances	hold slack, ns	cell area [um2]	utilization, %
after CTS	2.17	772	0.515	7350	39.4
after global routing	2.08	772	0.527	7350	39.4
final	2.18	772	0.515	7350	39.4
after floorplan	3.25	459	0.475	5700	-
after global placement	2.20	740	0.494	6710	36.0
after detailed placement	2.19	740	0.502	6710	36.0
## cell families (layout without fill, tap and decap cells)
group,after synthesis,after routing,share of synthesized area [%]
xor+xnor,14,14,2.15
simple gates,51,51,5.31
fa+ha+maj,3,3,0.659
mux,73,73,14.4
compound gates,140,140,20.3
buf+inv,56,135,3.89
other cells,1,1,0.0658
flops,121,121,53.2
## state kept, by name, indices dropped and copies added (netlist names)
register,count
MasterSPI_inst.SPIclock,1
Master_Registers_inst.RegValid,1
MasterSPI_inst.RegMOSI,32
MasterSPI_inst.RegSS_n,1
MasterSPI_inst.RegMISO,32
MasterSPI_inst.ClockDivCount,8
MasterSPI_inst.SPIbitCount,5
Master_Registers_inst.Reg_DataIn,32
Master_Registers_inst.Reg_Start,1
Master_Registers_inst.Reg_ClockDiv,8
## worst max path at each step
stage,slack [ns],start,end
6_report,2.18,address[5],readdata[3]
4_1_cts,2.17,address[5],readdata[6]
5_1_grt,2.08,address[5],readdata[2]
## power by group through the flow
stage     logic, mW  registers, mW  clock network, mW
5_1_grt       0.618          0.937              0.901
4_1_cts       0.561          0.917              0.871
6_report      0.562          0.916              0.855
No activity file was given, so power comes from the tool's default toggle rates.
